<file path="flow/design.v">
`timescale 1ns/1ps
module uart_combined #(parameter CYCLES_PER_BIT = 434, parameter DATA_BITS = 8)
(
    input clk,
    input rst_n,
    input start_tx,
    input [DATA_BITS-1:0] data_in,
    output reg tx_line,
    output reg tx_busy,
    input rx_in,
    output reg [DATA_BITS-1:0] data_out,
    output reg rx_ready
);
localparam TX_IDLE = 0, TX_START = 1, TX_SEND = 2, TX_STOP = 3;
reg [1:0] tx_state;
reg [31:0] tx_clk_count;
reg [3:0] tx_bit_no;
reg [DATA_BITS-1:0] tx_shift_reg;
localparam RX_IDLE = 0, RX_START = 1, RX_DATA = 2, RX_STOP = 3;
reg [1:0] rx_state;
reg [31:0] rx_clk_count;
reg [3:0] rx_bit_idx;
reg [DATA_BITS-1:0] rx_shift_reg;
reg r0, r1;
always @(posedge clk or negedge rst_n) begin
    if (!rst_n) begin
        r0 <= 1'b1;
        r1 <= 1'b1;
    end else begin
        r0 <= rx_in;
        r1 <= r0;
    end
end
always @(posedge clk or negedge rst_n) begin
    if (!rst_n) begin
        tx_state <= TX_IDLE;
        tx_clk_count <= 0;
        tx_bit_no <= 0;
        tx_line <= 1'b1;
        tx_busy <= 1'b0;
        tx_shift_reg <= 0;
    end else begin
        case (tx_state)
            TX_IDLE: begin
                tx_line <= 1'b1;
                tx_busy <= 1'b0;
                tx_clk_count <= 0;
                tx_bit_no <= 0;
                if (start_tx) begin
                    tx_shift_reg <= data_in;
                    tx_busy <= 1'b1;
                    tx_state <= TX_START;
                end
            end
            TX_START: begin
                tx_line <= 1'b0;
                if (tx_clk_count < CYCLES_PER_BIT - 1)
                    tx_clk_count <= tx_clk_count + 1;
                else begin
                    tx_clk_count <= 0;
                    tx_state <= TX_SEND;
                end
            end
            TX_SEND: begin
                tx_line <= tx_shift_reg[tx_bit_no];
                if (tx_clk_count < CYCLES_PER_BIT - 1)
                    tx_clk_count <= tx_clk_count + 1;
                else begin
                    tx_clk_count <= 0;
                    if (tx_bit_no < DATA_BITS - 1)
                        tx_bit_no <= tx_bit_no + 1;
                    else
                        tx_state <= TX_STOP;
                end
            end
            TX_STOP: begin
                tx_line <= 1'b1;
                if (tx_clk_count < CYCLES_PER_BIT - 1)
                    tx_clk_count <= tx_clk_count + 1;
                else begin
                    tx_clk_count <= 0;
                    tx_state <= TX_IDLE;
                    tx_busy <= 1'b0;
                end
            end
            default: tx_state <= TX_IDLE;
        endcase
    end
end
always @(posedge clk or negedge rst_n) begin
    if (!rst_n) begin
        rx_state <= RX_IDLE;
        rx_clk_count <= 0;
        rx_bit_idx <= 0;
        data_out <= 0;
        rx_ready <= 1'b0;
        rx_shift_reg <= 0;
    end else begin
        case (rx_state)
            RX_IDLE: begin
                rx_ready <= 1'b0;
                rx_clk_count <= 0;
                rx_bit_idx <= 0;
                if (r1 == 1'b0)   
                    rx_state <= RX_START;
            end
            RX_START: begin
                if (rx_clk_count < (CYCLES_PER_BIT / 2) - 1)
                    rx_clk_count <= rx_clk_count + 1;
                else begin
                    rx_clk_count <= 0;
                    if (r1 == 1'b0)
                        rx_state <= RX_DATA;
                    else
                        rx_state <= RX_IDLE;
                end
            end
            RX_DATA: begin
                if (rx_clk_count < CYCLES_PER_BIT - 1)
                    rx_clk_count <= rx_clk_count + 1;
                else begin
                    rx_clk_count <= 0;
                    rx_shift_reg[rx_bit_idx] <= r1;
                    if (rx_bit_idx < DATA_BITS - 1)
                        rx_bit_idx <= rx_bit_idx + 1;
                    else
                        rx_state <= RX_STOP;
                end
            end
            RX_STOP: begin
                if (rx_clk_count < CYCLES_PER_BIT - 1)
                    rx_clk_count <= rx_clk_count + 1;
                else begin
                    rx_clk_count <= 0;
                    data_out <= rx_shift_reg;
                    rx_ready <= 1'b1;
                    rx_state <= RX_IDLE;
                end
            end
            default: rx_state <= RX_IDLE;
        endcase
    end
end
endmodule
</file>
<file path="flow/run.sh">
#!/bin/bash
# OpenROAD 26Q1-2900-gdf79404cd8, Yosys 0.63+post, stock flow scripts
make -C /OpenROAD-flow-scripts/flow DESIGN_CONFIG=/design/flow/config.mk WORK_HOME=/design/flow/orfs finish
</file>
<file path="flow/config.mk">
export PLATFORM = sky130hd
export DESIGN_NAME = uart_combined
export DESIGN_NICKNAME = uart_combined
export VERILOG_FILES = /design/flow/design.v
export SDC_FILE = /design/flow/constraint.sdc
export NUM_CORES = 4
export LEC_CHECK = 1
export CORE_UTILIZATION = 40
</file>
<file path="flow/constraint.sdc">
current_design uart_combined

set clk_period 4.0
set clk_io_pct 0.2

create_clock -name clk0 -period $clk_period [get_ports {clk}]

set non_clock_inputs [all_inputs -no_clocks]
set_input_delay [expr $clk_period * $clk_io_pct] -clock clk0 $non_clock_inputs
set_output_delay [expr $clk_period * $clk_io_pct] -clock clk0 [all_outputs]
</file>
==> reports/results.ini <==
[setup_path]
slowest_stage=nor4b_2
crit_family=simple AND/OR/NAND/NOR gates
slowest_delay_ns=0.73
ff2ff_setup_slack_ns=1.60
critPathBufInv=1
crit_required_ns=4.26
path_max_fanout=11
r2r_start=rx_clk_count[0]
cp.arrival_ns=2.65
worst_r2r_path_depth=7
cp_common_cell=nor4b_1
endpoint_kind=register
crit_path_start_kind=register
reg2reg_to=rx_shift_reg[0]
path_class=register to register
path_cells=inv_1 -> ha_1 -> nor4b_1 -> nor3_2 -> nor4b_2 -> nor4b_1 -> mux2_1

[logic_synthesis]
synth_flops=109
yosys_area_mm2=0.004305
ff_type=dfrtp_1
yosys_warnings=1
synth_top_area_share_pct=60.45
synthCells=336
avgSynthCellArea_um2=12.81
postSynthSeqShare_pct=63.50
synth_dominant_cell_count=dfrtp_1
area_leaders=dfrtp_1, dfstp_2, ha_1, mux2_4, o21ai_0
mappedNetlistArea_mm2=0.004305
common_cells=dfrtp_1, nor2_1, nand2_1, o21ai_0, nand3_1
synth.distinct_cells=54
ys_cells=336
edf_count=0
yosysTopAreaCell=dfrtp_1
async_flop_share_pct=100.0

[power_and_ir_drop]
internal-power_mw=1.610
power.density_mw_per_mm2=431.0
ir_worst_vdd_mv=0.3424
p_sw_share_pct=26.01
comb_power_share_pct=11.2
pwr-share-clk_pct=29.7
p_seq_share_pct=59.1
power.switching_uw=566.0
p_leak_nw=2.201

[cells_and_area]
regArea_mm2=0.002734
logic_area_mm2=0.001648
syn_to_final_growth_pct=17.26
final_core_util_pct=48.68
reg_top3=rx_clk_count: 32 flops, tx_clk_count: 32 flops
layout-drive-gt1-share_pct=13.19
fillers=930

[clock_network]
worstSkewPairLatency_ns=0.37
cts_tree=yes
htreeDepth=3
numCtsBuffers=9
clock_path_buffers=2
ctsResizeCount=0
cts_root_buf=clkbuf_8
cts_hold_repair.buffers=0
clk_pin_slew_ns=0.10
cts.sinks=109
post_cts_buffers=0

[floorplanning]
die_w_um=105.7
num_rows=37
core_region_area_mm2=0.01037
dieHeight_um=105.7
die_area_mm2=0.01118
io_pins=23
fp_util_pct=41.52

[global_routing]
grt_pass1_vias=2438
overflow=0
grt_pass1_wl_mm=11.10
grt_max_degree=41
antenna_found_initial=0
grtUsageTotal_pct=12.71

[sta]
rsz0062_at_grt=no
setup_slack_ns=1.603
final_hold_viol_count=0
maxSlewViolCount=0
whs_ns=0.3488
skew_ns=0.01542
setup_viol_count_final=0
worst_pin_slew_ns=0.8320
period_used_pct=59.93
fin_setup_tns_ns=0
fmax_mhz=417.2
slew_headroom_pct=44.53
fin_crit_ns=2.397

[drt]
postRouteAntennaNets=0
wire_per_inst_um=11.21
drc=0
viasPerCell=4.617
vias=2553
diodes=0
wl_mm=6.200
dr.pass1.iters=4
drt_iter0_drc=84

[worst_hold_path]
hold_class=input port to async pin

[status]
outcome=complete, no violations

[placed_design]
dp_slack_ns=1.611
hpwl_mm=4.314
io_buffers=22
place_congestion=0.8361

[run]
cap_violations=0
warnings=31

[layout by cell type (no fill, tap or decap), types with 2 or more instances in the layout]
| master | instances |
|---|---|
| nor3_1 | 6 |
| nor4b_1 | 2 |
| nor2_1 | 24 |
| nand4_1 | 3 |
| inv_1 | 16 |
| xnor2_1 | 6 |
| nand3_1 | 18 |
| o41ai_1 | 3 |
| clkbuf_8 | 10 |
| mux2i_1 | 4 |
| nand2_1 | 23 |
| dfrtp_1 | 104 |
| dfstp_2 | 5 |
| o211ai_1 | 2 |
| mux2_2 | 8 |
| nor3_2 | 2 |
| a22o_1 | 2 |
| a21oi_1 | 8 |
| inv_8 | 3 |
| o21ai_0 | 22 |
| o31ai_1 | 3 |
| nor4_2 | 3 |
| or3_1 | 2 |
| buf_4 | 4 |
| mux4_2 | 2 |
| nor4_1 | 7 |
| conb_1 | 46 |
| and3_1 | 4 |
| ha_1 | 10 |
| xor2_1 | 8 |
| clkdlybuf4s50_1 | 21 |
| nand3b_1 | 3 |
| nand2b_1 | 3 |
| inv_6 | 2 |
| mux2_4 | 8 |
[kinds of logic (layout without fill, tap and decap cells)]
family / count (synthesis) / in the layout / share of synthesized area [%]
flip-flops: 109 / 109 / 63.50
buffers and inverters: 21 / 57 / 2.150
XOR/XNOR: 14 / 14 / 2.848
multiplexers: 23 / 23 / 7.120
other: 1 / 46 / 0.08710
adder cells (fa/ha/maj): 10 / 10 / 2.906
AND/OR/NAND/NOR: 108 / 108 / 13.80
AND-OR/OR-AND: 50 / 50 / 7.586
[area by class of cell]
cell class / count / area share [%]
sequential: 109 / 54.15
multi-input combinational: 251 / 32.64
timing repair buffer: 25 / 4.758
tap: 136 / 3.371
clock buffer: 10 / 2.726
inverter: 16 / 1.190
clock inverter: 6 / 1.165
[per-layer routing]
metal  part of all wire, %  wire length, µm  global-route usage, %
met4                   1.7              103                  1.488
met3                   3.9              244                  2.839
met2                    46             2863                  20.03
met5                     0                0                      0
met1                    48             2988                  19.60
[worst max-delay path by stage]
stage / from / endpoint / slack [ns] / cells past startpoint
after CTS: rx_clk_count[0] / rx_shift_reg[0] / 1.58 / 7
after global routing: rx_clk_count[0] / rx_shift_reg[0] / 1.41 / 7
final: rx_clk_count[0] / rx_shift_reg[0] / 1.60 / 7
[power groups by stage]
stage         clock [mW]  sequential (mW)  combinational (mW)
CTS                0.671             1.29               0.249
global route       0.714             1.30               0.279
finish             0.646             1.29               0.244
[metrics by stage]
step / area, µm² / total power, mW / cells
after CTS: 5049 / 2.207 / 553
after detailed placement: 4852 / 1.555 / 537
after global routing: 5049 / 2.294 / 553
final: 5049 / 2.176 / 553
after floorplan: 4474 / 1.459 / 381
after global placement: 4852 / 1.546 / 537
No activity file was given, so power comes from the tool's default toggle rates.
